$ cat flow/design.v
module Complete(
	input 		          		ADC_CLK_10,
	input 		          		MAX10_CLK1_50,
	input 		          		MAX10_CLK2_50,
	output		     [7:0]		HEX0,
	output		     [7:0]		HEX1,
	output		     [7:0]		HEX2,
	output		     [7:0]		HEX3,
	output		     [7:0]		HEX4,
	output		     [7:0]		HEX5,
	input 		     [1:0]		KEY,
	output		     [9:0]		LEDR,
	input 		     [9:0]		SW
);
wire [8:0] addW;
wire overflow;
wire [3:0] n1 = SW[7:4];
wire[3:0] n2 = SW[3:0];
reg[3:0] temp;
	slide_in U0(
	       .SW (SW),
	       .MODE(1'b1),
	       .HEX2 (HEX2),
	       .HEX3 (HEX3),
	       .HEX4 (HEX4),
	       .HEX5 (HEX5)
	       );
	always @ (KEY[0]) 
	begin
		if(~KEY[0])
			temp = ~n2+1;
		else
			temp = n2;
	end
	rippleCarryAdder add(0,SW[7:4],temp,addW[3:0],addW[8]);
	hex_driver H0 (
	  .NUM(addW[3:0]), .HEX(HEX0), .of(addW[8])
	  );
	 hex_driver H1 (
	  .SIGN(addW[3]), 
	  .OFF(~addW[3]),
	  .of(addW[8]),
	  .HEX(HEX1)
	  );
endmodule
 module fullAdder(cinF,xF,yF,sF,coutF);
		input cinF,xF,yF;
		output reg sF;
		output reg coutF;
		always@(cinF,xF,yF)
			begin
				coutF=(xF&yF)|(yF&cinF)|(xF&cinF);
				sF=(xF)^(yF)^(cinF);
			end
endmodule
module rippleCarryAdder(cin,x,y,s,cout);
	parameter n=4;
	input cin;
	input [n-1:0]x;
	input [n-1:0]y;
	output [n-1:0]s;
	output cout;
	wire [n:0]cW;
	wire [n-1:0]sW;
	genvar i;
	generate
		for (i=0; i<n; i=i+1)
			begin:
				adderLoop
				fullAdder stage(cW[i],x[i],y[i],sW[i],cW[i+1]);
			end
	endgenerate
	assign cW[0]=cin;
	assign s=sW;
	assign cout = (((s^x) & (s^y)) >> 3);
endmodule
module hex_driver(
		  input [3:0]  NUM,
		  input        DEC,
		  input        SIGN,
		  input 			OFF,
		  input 			of,
		  output reg [7:0] HEX
		  );
   always @(NUM, DEC, SIGN)
     begin
	if(~SIGN)
	 begin
	  HEX = 8'b11111111;
	 end
	case(NUM)
	  4'b0000:  
	    HEX = 8'b11000000;
	  4'b0001:  
	    HEX = 8'b11111001;
	  4'b0010:  
	    HEX = 8'b10100100;
	  4'b0011:  
	    HEX = 8'b10110000;
	  4'b0100:  
	    HEX = 8'b10011001;
	  4'b0101:  
	    HEX = 8'b10010010;
	  4'b0110:  
	    HEX = 8'b10000010;
	  4'b0111:  
	    HEX = 8'b11111000;
		4'b1000:  
	    HEX = 8'b10000000;
	  4'b1001:  
	    HEX = 8'b11111000;
	  4'b1010:  
	    HEX = 8'b10000010;
	  4'b1011:  
	    HEX = 8'b10010010;
	  4'b1100:  
	    HEX = 8'b10011001;
	  4'b1101:  
	    HEX = 8'b10110000;
	  4'b1110:  
	    HEX = 8'b10100100;
	  4'b1111:  
	    HEX = 8'b11111001;
	  default:
	HEX =8'b10001110;
	endcase  
	if(of)begin
		HEX = 8'b10001110;
	end
	 if(SIGN)
	 begin
	  HEX = 8'b10111111;
	 end
	if(OFF)
	 begin
	  HEX = 8'b11111111;
	 end
	if(DEC)
	 begin
	  HEX = HEX & 8'b01111111;
	 end
	 if(of && (OFF || SIGN))begin
		HEX = 8'b11000000;
	end
     end
   endmodule
module slide_in(
		input [9:0]  SW,
	input [1:0]  KEY,
		input 	     MODE,
		output [7:0] HEX5,
		output [7:0] HEX4,
		output [7:0] HEX3,
		output [7:0] HEX2,
		output [3:0] x,
		output [3:0] y
		);
   assign x[3] = SW[7];
   assign x[2] = SW[6];
   assign x[1] = SW[5];
   assign x[0] = SW[4];
   assign y[3] = SW[3];
   assign y[2] = SW[2];
   assign y[1] = SW[1];
   assign y[0] = SW[0];
	wire [3:0] SUM;
   reg [3:0] 		     a;
   reg [3:0] 		     b;
	reg[3:0] 				num1;
	reg[3:0] 				num2;
	wire[3:0] 	carry;
	reg[3:0]  	overflow;
	wire[3:0] cout;
  always @(x, y)
  begin
		a = x;
		b = y;
		if(MODE) begin  
			if(x[3]) begin
				a = ~x + 1;
			end
			if(y[3]) begin
				b = ~y + 1;
			end
		end  
		num1 = x;
		num2 = y;
  end
   hex_driver H5 (
		  .SIGN(x[3]),
		  .OFF(~x[3]),
		  .HEX (HEX5)
		  );
   hex_driver H3 (
		  .SIGN(y[3]),
		  .OFF(~y[3]),
		  .HEX (HEX3)
		  );
   hex_driver H4 (
		  .NUM (a),  
		  .HEX (HEX4)
		  );
   hex_driver H2 (
		  .NUM (b),  
		  .HEX (HEX2)
		  );
endmodule  
$ cat flow/run.sh
#!/bin/bash
# OpenROAD 26Q1-2900-gdf79404cd8, Yosys 0.63+post, stock flow scripts
make -C /OpenROAD-flow-scripts/flow DESIGN_CONFIG=/design/flow/config.mk WORK_HOME=/design/flow/orfs finish
$ cat flow/config.mk
export PLATFORM = sky130hd
export DESIGN_NAME = Complete
export DESIGN_NICKNAME = Complete
export VERILOG_FILES = /design/flow/design.v
export SDC_FILE = /design/flow/constraint.sdc
export NUM_CORES = 4
export LEC_CHECK = 1
export CORE_AREA = 10 10 81 81
export DIE_AREA = 0 0 91 91
$ cat flow/constraint.sdc
current_design Complete

set clk_period 3.4
set clk_io_pct 0.2

create_clock -name clk0 -period $clk_period

set non_clock_inputs [all_inputs -no_clocks]
set_input_delay [expr $clk_period * $clk_io_pct] -clock clk0 $non_clock_inputs
set_output_delay [expr $clk_period * $clk_io_pct] -clock clk0 [all_outputs]
==> results.cfg <==
; implementation run metrics
[final_layout]
ff_count = 0
seqCellArea_um2 = 0
fillers = 467
nClkBuffers = 0
final_cells = 340
logic_area_um2 = 1260
drive_gt1_frac = 0.399
syn2layout_area_growth_pct = 70.6
finish.utilization = 0.466

[power]
p_int_w = 0.000283
power_w = 0.000486
pwr-share-clk = 0
pwr-share-seq = 0
power.static_leakage_nw = 1.10
power_density_nw_per_um2 = 216
comb_power_share = 1.000
switching_share = 0.418
power_switching_w = 0.000203
vdd_drop_max_mv = 0.100

[die]
rows = 25
ioPinCount = 73
fp.dieW_um = 91
fp-utilization = 0.274
dieArea_um2 = 8280
die_y_um = 91
core_area_um2 = 4820

[timing]
finalSetupTns_ns = -5.89
slew_violations = 0
hold_viol = 0
period_used_share = 1.15
rsz0062_at_grt = yes
clock.fmax_mhz = 255
layout_setup_ws_ns = -0.514
setup_viol = 14
period_minus_slack_ns = 3.91

[routing]
ant_nets = 0
first_pass_iters = 4
via_per_inst = 4.41
wire_per_inst_um = 12.3
drt_iter0_drc = 45
drc = 0
wirelength_mm = 4.18
vias = 1501
diodes = 0

[setup_path]
critical_path_class = in2out
cp_slowest_cell = fa_2
worstSetupStartpointType = input port
cpPeakStageDelay_ns = 0.45
cp_common_cell = buf_6
path_cells = buf_8 > clkinvlp_4 > ha_4 > mux2_4 > fa_2 > fa_2 > buf_6 > nor4_4 > a21oi_4 > buf_6 > buf_6 > buf_6 > buf_6
arrival_ns = 3.23
path_max_fanout = 4
cp.required_ns = 2.72
crit_path_end_kind = output pin

[grt]
grtUsageMet2 = 0.149
grt_overflow = 0
grtUsageTotal = 0.0945
grt_pass1_vias = 1517
antenna_found_initial = 0
met3_usage = 0.0191
grt_pass1_wl_mm = 6.97
use_met1 = 0.136
grt_max_degree = 18
grt.busiest_layer = met2

[job]
warnings = 51
drv_cap = 0

[place]
gp_congestion = 0.851
portBuffers = 39
dp_slack_ns = -1.25
dp.cells = 318
hpwl_mm = 3.09

[synth]
ys_seq_frac = 0
synth_area_um2 = 1320
yosysUniqueCellTypes = 47
avgSynthCellArea_um2 = 6.86
yosys_area_um2 = 1320
synthesis.instances = 192
ys_cells = 192
ys_warn_count = 43

[outcome]
violations = setup timing
status = finished, violations left

[worst_hold_path]
hold_path.class = in2out
==> placed cells by master, fill, tap and decap left out, types with 4 or more instances in the layout <==
cell	Yosys	final
o21ai_0	7	7
nand2b_1	6	6
ha_1	15	11
buf_2	2	4
conb_1	2	28
inv_1	12	10
nor2_1	17	14
nand3_1	4	4
nor2b_1	4	4
xnor2_1	8	5
a21oi_1	14	12
buf_4	34	44
clkdlybuf4s50_1	0	16
dlymetal6s2s_1	0	4
nor3_1	7	5
nand2_1	12	11
buf_6	1	21
==> power groups by stage <==
| stage | registers [W] | logic [W] | clock network [W] |
|---|---|---|---|
| CTS | 0 | 0.000464 | 0 |
| global route | 0 | 0.000538 | 0 |
| finish | 0 | 0.000486 | 0 |
==> final timing paths <==
check	from	endpoint	slack [ns]	cells after the start
min	SW[0]	HEX2[4]	1.80	5
max	SW[0]	HEX1[3]	-0.51	13
==> worst max-delay path, delay by kind of cell <==
kind	cells	cell delay, ns
fa+ha+maj	3	1.07
buf+inv	7	0.77
simple gates	1	0.34
mux	1	0.28
compound gates	1	0.09
==> logic make-up (layout without fill, tap and decap cells) <==
family,after synthesis,after routing,synth area share
buffers and inverters,55,109,0.262
other,2,28,0.00570
adder cells (fa/ha/maj),17,17,0.173
AND/OR/NAND/NOR,57,57,0.217
XOR/XNOR,11,11,0.0731
AND-OR/OR-AND,47,48,0.246
multiplexers,3,3,0.0237
==> cell type report <==
type / instances / area share
Inverter: 13 / 0.0234
Multi-Input combinational cell: 164 / 0.560
Tap cell: 67 / 0.0373
Timing Repair Buffer: 96 / 0.380
==> synthesized netlist by cell type, drive strengths merged <==
library cell	count	area share
buf	37	0.21
nor2	17	0.048
a21oi	15	0.060
ha	15	0.14
inv	13	0.037
nand2	12	0.034
o21ai	8	0.030
xnor2	8	0.053
nor3	7	0.027
nand2b	6	0.028
clkbuf	5	0.015
nand3	5	0.023
nor2b	5	0.029
o32ai	5	0.033
xor2	3	0.020
a21boi	2	0.014
conb	2	0.0057
fa	2	0.030
mux2i	2	0.015
o21a	2	0.011
o221ai	2	0.013
o311a	2	0.015
o31ai	2	0.011
a211o	1	0.0066
a21o	1	0.0057
a221o	1	0.0076
a22oi	1	0.0057
a311oi	1	0.0066
a31oi	1	0.0048
and2	1	0.0048
and2b	1	0.0057
and3	1	0.0048
mux2	1	0.0085
nor4	1	0.0048
nor4b	1	0.0066
o2111ai	1	0.0066
o211a	1	0.0076
o211ai	1	0.0057
==> metal layers <==
layer | routed length, µm | vias up
met5 | 0 | -
met4 | 0 | 0
met3 | 244 | 0
met2 | 1840 | 51
met1 | 2100 | 678
li1 | - | 772
==> timing repair <==
| item | 4_1_cts | 5_1_grt |
|---|---|---|
| setup endpoints to repair | 27 | 25 |
| gates cloned | 1 | 0 |
| gates resized | 82 | 28 |
| hold buffers | 0 | 0 |
| pin swaps | 16 | 13 |
| setup buffers | 20 | 2 |
==> metrics by stage <==
step | hold slack [ns] | instance area [µm²]
floorplan | 1.44 | 1460
global placement | 2.50 | 1900
detailed placement | 2.49 | 1900
CTS | 2.15 | 2160
global route | 1.87 | 2250
finish | 1.80 | 2250
Power and IR drop assume default switching activity.
