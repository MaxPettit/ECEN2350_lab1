[flow/config.mk]
export PLATFORM = sky130hd
export DESIGN_NAME = birthdays
export DESIGN_NICKNAME = birthdays
export VERILOG_FILES = /design/flow/design.v
export SDC_FILE = /design/flow/constraint.sdc
export NUM_CORES = 4
export LEC_CHECK = 1
export CORE_AREA = 10 10 70 70
export DIE_AREA = 0 0 80 80
[flow/constraint.sdc]
current_design birthdays

set clk_period 1.1
set clk_io_pct 0.2

create_clock -name clk0 -period $clk_period [get_ports {KEY}]

set non_clock_inputs [all_inputs -no_clocks]
set_input_delay [expr $clk_period * $clk_io_pct] -clock clk0 $non_clock_inputs
set_output_delay [expr $clk_period * $clk_io_pct] -clock clk0 [all_outputs]
[flow/design.v]
module birthdays(
		 input [1:0]  KEY,
		 output [7:0] HEX0,
		 output [7:0] HEX1,
		 output [7:0] HEX2,
		 output [7:0] HEX3,
		 output [7:0] HEX4,
		 output [7:0] HEX5
	      	 );
   reg [3:0] 		      a0;
   reg [3:0] 		      a1; 
   reg [3:0] 		      a2;
   reg [3:0] 		      a3; 
   reg [3:0] 		      a4;
   reg [3:0] 		      a5; 
   reg 			      k;
	initial begin
      a0 = 4'b0000;
	   a1 = 4'b0000;
	   a2 = 4'b0110;
	   a3 = 4'b0001;
	   a4 = 4'b0001;
	   a5 = 4'b0001;
	end
   always @(posedge KEY[1])
     begin
	if(~KEY[1]) begin
	   k = ~k;
	end
	if(k) begin
	   a0 <= 4'b0000;
	   a1 <= 4'b0000;
	   a2 <= 4'b0110;
	   a3 <= 4'b0001;
	   a4 <= 4'b0001;
	   a5 <= 4'b0001;
	end
	else begin
	   a0 <= 4'b0000;
	   a1 <= 4'b0000;
	   a2 <= 4'b0001;
	   a3 <= 4'b0010;
	   a4 <= 4'b0100;
	   a5 <= 4'b0000;
	end
     end
   hex_driver X0 (
		  .NUM (a0),
		  .HEX(HEX0)
		  );
   hex_driver X1 (
		  .NUM (a1),
		  .HEX(HEX1)
		  );
   hex_driver X2 (
		  .NUM (a2),
		  .HEX(HEX2)
		  );
   hex_driver X3 (
		  .NUM (a3),
		  .HEX(HEX3)
		  );
   hex_driver X4 (
		  .NUM (a4),
		  .HEX(HEX4)
		  );
   hex_driver X5 (
		  .NUM (a5),
		  .HEX(HEX5)
		  );
endmodule  
module hex_driver(
		  input [3:0]  NUM,
		  input        DEC,
		  input        SIGN,
		  input 			OFF,
		  input 			of,
		  output reg [7:0] HEX
		  );
   always @(NUM, DEC, SIGN)
     begin
	if(~SIGN)
	 begin
	  HEX = 8'b11111111;
	 end
	case(NUM)
	  4'b0000:  
	    HEX = 8'b11000000;
	  4'b0001:  
	    HEX = 8'b11111001;
	  4'b0010:  
	    HEX = 8'b10100100;
	  4'b0011:  
	    HEX = 8'b10110000;
	  4'b0100:  
	    HEX = 8'b10011001;
	  4'b0101:  
	    HEX = 8'b10010010;
	  4'b0110:  
	    HEX = 8'b10000010;
	  4'b0111:  
	    HEX = 8'b11111000;
		4'b1000:  
	    HEX = 8'b10000000;
	  4'b1001:  
	    HEX = 8'b11111000;
	  4'b1010:  
	    HEX = 8'b10000010;
	  4'b1011:  
	    HEX = 8'b10010010;
	  4'b1100:  
	    HEX = 8'b10011001;
	  4'b1101:  
	    HEX = 8'b10110000;
	  4'b1110:  
	    HEX = 8'b10100100;
	  4'b1111:  
	    HEX = 8'b11111001;
	  default:
	HEX =8'b10001110;
	endcase  
	if(of)begin
		HEX = 8'b10001110;
	end
	 if(SIGN)
	 begin
	  HEX = 8'b10111111;
	 end
	if(OFF)
	 begin
	  HEX = 8'b11111111;
	 end
	if(DEC)
	 begin
	  HEX = HEX & 8'b01111111;
	 end
	 if(of && (OFF || SIGN))begin
		HEX = 8'b11000000;
	end
     end
   endmodule
[flow/run.sh]
#!/bin/bash
# OpenROAD 26Q1-2900-gdf79404cd8, Yosys 0.63+post, stock flow scripts
make -C /OpenROAD-flow-scripts/flow DESIGN_CONFIG=/design/flow/config.mk WORK_HOME=/design/flow/orfs finish
==> changes_impl.md <==
### Changed

* Status: complete, but fails checks
* Failing checks: negative setup slack
* Largest net degree at the start of global routing at 5
* Fin. Hold Viols at 0
* Die ar. at 6400 um2
* Slowest CP cell: dfxtp_4
* Pre-Repair DR Iteration Count at 2
* Ys flops at 3
* Synthesized area at 474 um2
* Crit-path cells: buf_6 -> ha_4 -> mux2_4 -> buf_6
* Detail Route Antenna Nets at 0
* Final Power at 0.848 mW
* Final Setup Violations at 23
* Worst path arrival time at 1.33 ns
* First-pass GRT wire length at 1990 um
* Top area contributor share at 58.6%
* Leakage at 0.461 nW
* Crit Path Max Fanout at 4
* Synth area leader: buf_4
* Chip height at 80 um
* Top Ports at 50
* Hold WS at 0.249 ns
* P_int at 0.642 mW
* CORE AREA at 3420 um2
* Cell Type Count at 11
* Fin crit share at 141%
* Port Buffers at 23
* Critical Path Source Type: flop
* Max incr delay on CP at 0.36 ns
* R2R depth at 4
* Synth warn at 26
* Slew Limit Fails at 0
* Comb gate area at 277 um2
* Hold buffer count at cts at 0
* Switching power of the nets at 0.206 mW
* Routability cong. at 0.693
* FP Rows at 21
* Initial antenna violation count at 0
* Via/cell ratio at 2.81
* Filler cells at 373
* Skew-Pair Late Insertion Delay at 0.32 ns
* CP Class: flop to primary output
* Unrepaired setup endpoints after global routing: true
* Crit path required time at 0.88 ns
* DRT iter0 DRCs at 24
* Cells after Synth at 58
* CP Capture Type: primary output
* Area Overhead vs Synth at 82.3%
* OpenROAD warnings at 50
* WL per Instance at 10.0 um
* PwrDens at 981 nW/um2
* Cell mode on critical path: buf_6
* Hpwl dp at 992 um
* PnR worst setup slack at -0.452 ns
* Grt ovf at 0
* Number of global-route vias before repair at 516
* Yosys cell count at 58
* Max Cap Viol at 0
* VDD IR max at 0.630 mV
* Clock share of power at 85.5%
* Worst Clk Skew at 0.00101 ns
* Post-synth seq share at 12.7%
* Combinational share of power at 0.6%
* Fmax at 644 MHz
* Hold Path Depth at 5
* Ant. Diodes at 0
* Min-Delay Path Class: clock port to flop
* TritonCTS clock tree: built
* Flop area at 67.6 um2
* Sw frac at 24.2%
* Share of cells above drive strength 1 at 67.0%
* Chip width at 80 um
* CTS clk-pin slew, worst paths at 0.03 ns
* Syn avg cell area at 8.18 um2
* Min Tclk post-route at 1.55 ns
* Gr usage total at 4.12%
* Total wire length at 1400 um
* YS chip area at 474 um2
* DRC Markers at 0
* Via count at 393
* Reg power frac at 13.9%
* Fp_density at 13.9%
* Top post-synthesis cells by area: buf_4 (59%), ha_1 (13%), dfxtp_1 (13%)
-- layout make-up --
class                   instances  area share (%)
clock buffers                  12            10.7
clock inverters                 2           0.868
inverters                       4            2.60
multi-input cells              36            32.0
flip-flops and latches          3            7.81
well taps                      46            6.66
repair buffers                 37            39.4
-- logic make-up (layout without fill, tap and decap cells) --
family / Yosys count / in the layout / share of synthesized area (%)
buffers and inverters: 42 / 55 / 62.5
DFF: 3 / 3 / 12.7
AOI/OAI and AO/OA: 1 / 1 / 1.05
xor gates and xnor gates: 1 / 1 / 1.85
and+or+nand+nor: 3 / 3 / 3.96
adders and majority gates: 5 / 5 / 13.2
muxes: 1 / 1 / 3.17
other: 2 / 25 / 1.58
-- power groups by stage --
| stage | Combinational (mW) | Sequential (mW) | Clock (mW) |
|---|---|---|---|
| 5_1_grt | 0.00930 | 0.117 | 0.865 |
| 6_report | 0.00517 | 0.118 | 0.725 |
| 4_1_cts | 0.00777 | 0.117 | 0.802 |
-- placed cells by master (no fill, tap or decap), types with 2 or more instances in the layout --
cell type	Yosys	layout
conb_1	2	25
buf_6	0	24
clkbuf_4	0	10
clkbuf_2	0	6
ha_4	0	5
buf_2	0	5
inv_2	0	2
inv_1	5	2
dfxtp_4	0	2
buf_4	37	2
-- stage by stage --
step	worst slack (ns)	instance area, um2	std cells	TNS (ns)	util, %
3_5_place_dp	-0.471	647	121	-6.19	18.9
6_report	-0.452	865	140	-6.52	25.3
2_1_floorplan	0.00881	577	81	0	-
5_1_grt	-0.534	865	140	-8.37	25.3
3_3_place_gp	-0.455	647	121	-6.01	18.9
4_1_cts	-0.496	861	140	-9.20	25.2
-- Yosys cell counts --
| master | number |
|---|---|
| conb_1 | 2 |
| inv_1 | 5 |
| xor2_1 | 1 |
| or2_2 | 1 |
| buf_4 | 37 |
| ha_1 | 5 |
| dfxtp_1 | 3 |
| mux2_4 | 1 |
| and2b_2 | 1 |
| nor2_1 | 1 |
| a21oi_1 | 1 |
-- routing by layer --
| metal | part of all wire [%] | GRT usage [%] | vias to the layer above | wire [um] |
|---|---|---|---|---|
| li1 | - | - | 178 | - |
| met1 | 38 | 3.33 | 170 | 530 |
| met2 | 43 | 5.30 | 41 | 600 |
| met3 | 18 | 5.57 | 4 | 247 |
| met4 | 1.5 | 2.29 | 0 | 21 |
| met5 | 0 | 0 | - | 0 |
-- timing repair --
item,in CTS,in global routing
pin swaps,4,3
cloned,0,0
setup endpoints to repair,26,23
setup buffers,6,2
gates resized,90,21
-- worst paths after layout --
kind / end / slack [ns] / from
max: HEX2[5] / -0.45 / a2[0]
min: a2[0] / 0.25 / KEY[1]
max reg2reg: a3[0] / 0.17 / k
min reg2reg: a2[0] / 0.71 / k
-- registers in the layout, indices dropped and copies added, names as in the netlist --
name,count
k,1
a2,1
a3,1
-- worst max-delay path, delay by kind of cell, from the launching register on --
| kind | cells | cell delay (ns) |
|---|---|---|
| fa+ha+maj | 1 | 0.16 |
| buf+inv | 2 | 0.23 |
| flops | 1 | 0.36 |
| mux | 1 | 0.27 |
Power figures rest on the tool's default switching activity, not on a simulated workload.
